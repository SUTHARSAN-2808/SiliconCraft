==> /design/flow/design.v <==
module dualport_ram2(input reg clk,
                     input reset,
                     input reg[4:0]datain,
                     input port,
                     input wr,
                     input rd,
                     input [5:0]addr0,
                     input [5:0]addr1,
                     output reg[4:0]dataout0,
                     output reg[4:0]dataout1);
  reg[4:0]mem[64:0];
  always @(posedge clk)begin
    if(reset)begin
      dataout0<=0;
      dataout1<=0;
    end
    else if(wr==1 && port==0)
      mem[addr0]<=datain;
    else if(wr==1 && port==1)
      mem[addr1]<=datain;
    else if(rd==1 && port==0)
      dataout0<=mem[addr0];
    else if(rd==1 && port==1)
      dataout1<=mem[addr1];
  end
endmodule
==> /design/flow/run.sh <==
#!/bin/bash
# OpenROAD 26Q1-2900-gdf79404cd8, Yosys 0.63+post, stock flow scripts
make -C /OpenROAD-flow-scripts/flow DESIGN_CONFIG=/design/flow/config.mk WORK_HOME=/design/flow/orfs finish
==> /design/flow/config.mk <==
export PLATFORM = sky130hd
export DESIGN_NAME = dualport_ram2
export DESIGN_NICKNAME = dualport_ram2
export VERILOG_FILES = /design/flow/design.v
export SDC_FILE = /design/flow/constraint.sdc
export NUM_CORES = 4
export LEC_CHECK = 1
export CORE_UTILIZATION = 50
==> /design/flow/constraint.sdc <==
current_design dualport_ram2

set clk_period 3.0
set clk_io_pct 0.2

create_clock -name clk0 -period $clk_period [get_ports {clk}]

set non_clock_inputs [all_inputs -no_clocks]
set_input_delay [expr $clk_period * $clk_io_pct] -clock clk0 $non_clock_inputs
set_output_delay [expr $clk_period * $clk_io_pct] -clock clk0 [all_outputs]
==> metrics.log <==
[report] extracting results
[metrics] Tot Pwr: 10.2 mW
[metrics] Final Wtd Congestion: 0.957
[metrics] portion of synthesized cell area occupied by the leading cell type: 62.1%
[metrics] number of different library cells in the post-synthesis netlist: 37
[metrics] insertion delay at the late pin of the worst-skew pair: 0.51 ns
[metrics] Hold Vio Cnt, Final: 0
[metrics] sequential element share of the synthesized area: 63.4%
[metrics] most frequent cell after synthesis: sky130_fd_sc_hd__edfxtp_1
[metrics] via-per-instance ratio: 6.59
[metrics] worst path cell trace: clkdlybuf4s50_1 -> buf_4 -> and3b_1 -> nand3_1 -> nand2_1 -> nand2b_1 -> buf_4 -> nor3_1 -> buf_4
[metrics] worst clock skew: 0.0129 ns
[metrics] most numerous cell on the critical path: sky130_fd_sc_hd__buf_4
[metrics] Peak VDD IR: about 0.00047 V
[metrics] pin count of the biggest net entering global routing: 42
[metrics] CTS tree: done
[metrics] post-cts hold buffer count: 0
[metrics] register-to-register setup slack: 0.99 ns
[metrics] maximum clock path buffer count: 3
[metrics] endpoint required time on the critical path: 3.23 ns
[metrics] largest area contributor in the netlist: sky130_fd_sc_hd__edfxtp_1
[metrics] element type at the critical path end: register
[metrics] Total Negative Setup Slacks: 0 ns
[metrics] most common library cells after synthesis: sky130_fd_sc_hd__edfxtp_1, sky130_fd_sc_hd__mux4_2, sky130_fd_sc_hd__nor2_1
[metrics] post-synthesis instance total: 825
[metrics] horizontal die dimension: 178 um
[metrics] Critical R2R Capture: dataout0[3]
[metrics] Worst-path clk slew: 0.06 ns
[metrics] Peak Freq: ~0.4 GHz
[metrics] Floorplan Core Area: just over 30,000 um^2
[metrics] EDFF count, synth: 320
[metrics] dominant synthesized flop cell: sky130_fd_sc_hd__edfxtp_1
[metrics] Util after Layout: around three fifths
[metrics] overall via count from detail_route: roughly 9k
[metrics] number of antenna violations at the first check in global routing: 1
[metrics] reg2reg start: mem[7][3]
[metrics] Die Y: 178 um
[metrics] Period Utilization, post-route: 83.7%
[metrics] number of clock sinks seen by CTS: 330
[metrics] Post-CTS Resized: 0
[metrics] HPWL Detailed: 30.9 mm
[metrics] DRC violation count after routing: 0
[metrics] total cells reported by yosys after synthesis: 825
[metrics] RSZ-0062 raised after global routing: false
[metrics] final count of negative-setup-slack endpoints: 0
[metrics] crit path launch type: input port
[metrics] area grow syn2layout: 18.1%
[metrics] die area: between 30,000 and 40,000 um^2
[metrics] fraction of synthesis flops using an asynchronous set or reset pin: 0%
[metrics] final routed wire length divided by cell count: just over 30 um
[metrics] family with the most delay on the worst path: simple AND/OR/NAND/NOR gates
[metrics] area after detailed placement: 17,100 um^2
[metrics] Main area contributors: sky130_fd_sc_hd__edfxtp_1, sky130_fd_sc_hd__mux4_2, sky130_fd_sc_hd__a22oi_1
[metrics] Least-Margin Pin Slew: 0.826 ns
[metrics] Hold Path Origin: dataout0[4]
[metrics] largest stage delay on the critical path: 0.49 ns
[metrics] global-route wire length before repair: 63.5 mm
[metrics] crit path time final: 2.51 ns
[metrics] number of warnings printed during yosys synthesis: 1
[metrics] tool warning count: 25
[metrics] crit path buf inv count: 4
[metrics] Post-CTS Repair Setup Buffers: 0
[metrics] capture endpoint of the worst hold path: dataout0[4]
[metrics] number of I/O port buffers: 31
[metrics] global-route usage over all layers: 31.9%
[metrics] number of cell instances on the worst register-to-register path: 5
[metrics] Pwr Density: ~560 nW/um^2
[metrics] DRT antenna net count: 0
[metrics] Layout Cell Area excl Fill: 18,300 um^2
[metrics] final-report max-slew violation count: 0
[metrics] standard-cell rows: between 60 and 70
[metrics] proportion of layout cells with a drive suffix above 1: 36.3%
[metrics] MaxCap Viol Count: 0
[metrics] cell with the biggest individual delay on the critical path: sky130_fd_sc_hd__clkdlybuf4s50_1
[metrics] Crit path arrival time: about 2.7 ns
[metrics] class of the worst hold path: reg2reg
[metrics] Routed WL: 42.9 mm
[metrics] root buffer cell: sky130_fd_sc_hd__clkbuf_16
[metrics] TritonCTS Buffers: 36
[metrics] Cell Area, Synth: 15,500 um^2
[metrics] total leakage power: 5.96 nW
[metrics] post-synthesis chip area from yosys: roughly 15,000 um^2
[metrics] result of the run: finished clean
[metrics] DR pass1 iterations: 5
[metrics] number of cells on the worst hold path: 2
[metrics] number of global-route vias before repair: 9,994
[metrics] IO Count: 32
[metrics] global route overflow: 0
[metrics] Clock H-tree levels: 2
[metrics] worst slew margin relative to its limit: 44.4%
[metrics] post-synthesis register bit count: 330
[metrics] mean instance size in the synthesized netlist: 18.8 um^2
[metrics] Hold WS: ~0.56 ns
[metrics] worst-path fanout max: 8
[metrics] First DRT Iteration DRCs: 745
[metrics] type of the worst setup path: in2reg
[metrics] initial standard-cell utilization of the core: 50.7%
-- power by group --
| group | switching (mW) | total, mW | internal (mW) | leakage (nW) |
|---|---|---|---|---|
| logic | 0.479 | 0.863 | 0.384 | 2.45 |
| registers | 0.0160 | 5.09 | 5.08 | 2.96 |
| clock network | 1.74 | 4.27 | 2.53 | 0.555 |
| total | 2.23 | 10.2 | 7.99 | 5.96 |
-- per-stage QoR --
stage | setup WS [ns] | std cells
after floorplan | 0.434 | 825
after global placement | 0.0224 | 1322
after detailed placement | -0.000114 | 1322
after CTS | 0.516 | 1386
after global routing | 0.400 | 1386
final | 0.488 | 1387
-- tightest hold or removal path, cell delays in order (launching register included) --
cell	delay (ns)
sky130_fd_sc_hd__dfxtp_1	0.38
sky130_fd_sc_hd__a221oi_2	0.08
sky130_fd_sc_hd__nand2_1	0.06
-- metal layers --
| metal | vias up | global-route usage (%) | share of wire [%] |
|---|---|---|---|
| met5 | - | 0 | 0 |
| met4 | 0 | 5.77 | 2.3 |
| met3 | 65 | 17.6 | 13 |
| met2 | 552 | 47.1 | 49 |
| met1 | 4690 | 47.1 | 36 |
| li1 | 3834 | - | - |
-- logic make-up after synthesis --
kind of cell / Yosys count / share of synthesized area (%)
buffers and inverters: 57 / 1.69
DFF: 330 / 63.4
muxes: 173 / 24.9
AOI/OAI and AO/OA: 91 / 4.45
and+or+nand+nor: 174 / 5.55
-- layout by cell type, fill, tap and decap left out, types with 3 or more instances in the layout --
cell type,count
sky130_fd_sc_hd__inv_1,3
sky130_fd_sc_hd__clkinv_2,6
sky130_fd_sc_hd__or2_1,3
sky130_fd_sc_hd__clkbuf_16,37
sky130_fd_sc_hd__edfxtp_1,320
sky130_fd_sc_hd__a21oi_1,4
sky130_fd_sc_hd__a21o_1,4
sky130_fd_sc_hd__nand2b_1,5
sky130_fd_sc_hd__bufinv_16,3
sky130_fd_sc_hd__a221oi_1,3
sky130_fd_sc_hd__clkdlybuf4s50_1,22
sky130_fd_sc_hd__nor3b_1,6
sky130_fd_sc_hd__buf_12,17
sky130_fd_sc_hd__buf_4,110
sky130_fd_sc_hd__clkinvlp_4,3
sky130_fd_sc_hd__nand2_1,27
sky130_fd_sc_hd__a22o_1,5
sky130_fd_sc_hd__and3_1,3
sky130_fd_sc_hd__o21ai_1,8
sky130_fd_sc_hd__a22oi_1,55
sky130_fd_sc_hd__clkinv_1,4
sky130_fd_sc_hd__and3b_1,6
sky130_fd_sc_hd__clkbuf_1,7
sky130_fd_sc_hd__nand3b_1,5
sky130_fd_sc_hd__nand3_1,14
sky130_fd_sc_hd__nor2_1,61
sky130_fd_sc_hd__nor2b_1,9
sky130_fd_sc_hd__buf_2,6
sky130_fd_sc_hd__a221o_1,5
sky130_fd_sc_hd__dfxtp_1,10
sky130_fd_sc_hd__nor3_1,18
sky130_fd_sc_hd__inv_6,3
sky130_fd_sc_hd__nand4_1,10
sky130_fd_sc_hd__mux2i_1,3
sky130_fd_sc_hd__mux4_2,170
-- sequential cells by signal (all words and copies together) (netlist names) --
| signal | cells |
|---|---|
| mem | 320 |
| dataout0 | 5 |
| dataout1 | 5 |
-- worst max path at each step --
stage | from | to | depth (start not counted) | slack [ns]
after CTS | wr | mem[47][0] | 9 | 0.52
after global routing | wr | mem[47][0] | 9 | 0.40
final | wr | mem[47][0] | 9 | 0.49
-- cell type report --
class	count	area [um^2]
inverter	3	11.3
sequential	330	9810
antenna	1	2.50
multi-input combinational	438	5410
tap	396	495
fill	2143	12200
clock buffer	44	952
clock inverter	20	193
timing repair buffer	155	1420
Power figures rest on the tool's default switching activity, not on a simulated workload.
