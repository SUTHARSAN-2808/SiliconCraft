==> /design/flow/design.v <==
module sync_ram3(input reg clk,
                input reset,
                 input reg[4:0]datain,
                 input reg[7:0]addr,
                input wr,
                input rd,
                 output reg[4:0]dataout);
  reg[4:0]sram[256:0];
  always @(posedge clk)begin
    if(reset)
      dataout<=0;
    else if(wr==1)
      sram[addr]<=datain;
    else if (rd==1)
      dataout<=sram[addr];
  end
endmodule
==> /design/flow/run.sh <==
#!/bin/bash
# OpenROAD 26Q1-2900-gdf79404cd8, Yosys 0.63+post, stock flow scripts
make -C /OpenROAD-flow-scripts/flow DESIGN_CONFIG=/design/flow/config.mk WORK_HOME=/design/flow/orfs finish
==> /design/flow/config.mk <==
export PLATFORM = sky130hd
export DESIGN_NAME = sync_ram3
export DESIGN_NICKNAME = sync_ram3
export VERILOG_FILES = /design/flow/design.v
export SDC_FILE = /design/flow/constraint.sdc
export NUM_CORES = 4
export LEC_CHECK = 1
export CORE_UTILIZATION = 30
==> /design/flow/constraint.sdc <==
current_design sync_ram3

set clk_period 7.9
set clk_io_pct 0.2

create_clock -name clk0 -period $clk_period [get_ports {clk}]

set non_clock_inputs [all_inputs -no_clocks]
set_input_delay [expr $clk_period * $clk_io_pct] -clock clk0 $non_clock_inputs
set_output_delay [expr $clk_period * $clk_io_pct] -clock clk0 [all_outputs]
==> qor.txt <==
Outcome: finished clean
Max_cap viols: 0
Total track usage: 15.8%
Nature of the critical path endpoint: flip-flop
Worst min path class: flip-flop to flip-flop
Root Buffer: clkbuf_16
Via density: 5.05
Yosys cell count: 2418
Post-synth EDFFs: 1280
Port bufs: 21
Hold endpoint: dataout[2]$_SDFFE_PP0P_
Top Ports: 22
CTS Sinks: 1285
Buffer-and-inverter tally for the worst setup path: 4
Simple-Gate Area Share: 4.03%
Post-CTS Setup Inserts: 0
Mux area share: 16.8%
Crit Path Max Fanout: 17
Clock latency (worst-skew pair): 0.73 ns
Core area: 0.167 mm2
First-pass GRT wire length: 183000 um
Clock buffer count from CTS: 136
Reg2Reg Setup Slack: 4.87 ns
Cell area leaders: edfxtp_1, mux4_2, nor2_1
Chip Width: 413 um
Final Max Slew Viols: 0
Setup violators final: 0
Worst rel slew slack: 30.7%
Gate Count Post-Synth: 2418
Largest net degree at the start of global routing: 94
Via Count: 24300
Max rail drop VDD: 0.000169 V
Fin Setup TNS: 0 ns
Count leader, synth: edfxtp_1
Top FF cell, synth: edfxtp_1
Final Util: 34.4%
Hold_sp: dataout[2]$_SDFFE_PP0P_
Max-area cell share: 75.9%
Setup CP Type: primary input to flip-flop
CP cell instances: clkdlybuf4s50_1 -> buf_4 -> clkinv_1 -> nor2_1 -> buf_4 -> nand3_1 -> or3b_2 -> nor3_1
Drt total wl: 124000 um
Post-DP HPWL: 77000 um
Yosys warnings: 1
Crit-path max cell delay: 0.65 ns
Ys async rst share: 0%
Share of layout cells above drive strength 1: 24.0%
Routed wire per std cell: 25.7 um
Detail Route Antenna Nets: 0
Clk_skew: 0.0266 ns
Netlist Area Pre-Place: 0.0506 mm2
R2R Path End: dataout[2]$_SDFFE_PP0P_
Flops after synth: 1285
Post-synth top cells: edfxtp_1, mux4_2, nor2_1
Die height: 413 um
# diodes: 0
Xor/xnor share: 0%
Synth area leader: edfxtp_1
Initial Util: 30.3%
Area growth, synth to finish: 13.8%
Post-CTS Resized: 0
Antenna violations before repair: 3
Period utilization: 57.6%
Placed instance area: 0.0534 mm2
Final Hold Viols: 0
Yosys aoi share: 1.25%
First DRT Iteration DRCs: 1710
Power density over the cells: 247 mW/mm2
CTS max path bufs: 3
Finished Cell Area: 0.0576 mm2
Fmax: 220 MHz
Die footprint: 0.170 mm2
Vias in the first global route: 27100
Reg2Reg Launch Point: sram[121][2]$_DFFE_PP_
Yosys adder share: 0%
CP required: 8.26 ns
Final min period: 4.55 ns
RSZ-0062 raised after global routing: no
CP max-delay cell: or3b_2
R2R depth: 6
CTS tree: built
Mean post-synth cell area: 20.9 um2
Post-synth seq share: 76.1%
Row cnt: 150
Top comb family, area: multiplexers
Grt ovf: 0
Leak: 17.4 nW
H-tree levels: 4
Log Warnings: 26
Crit path top cell by count: buf_4
RePlAce Congestion: 0.911
Clock transition at path regs: 0.06 ns
Distinct lib cells used: 47
Critical path's top delay family: simple AND/OR/NAND/NOR gates
Worst-Margin Slew: 1.03 ns
Area reported by Yosys stat: 0.0506 mm2
Worst hold path depth: 2
Hold buffers post-CTS: 0
Crit path DAT: 4.90 ns
Crit start category: primary input
Drt pass-1 iters: 6
DR DRC count: 0
==> cell families (layout without fill, tap and decap cells) <==
group,after synthesis,after routing
compound gates,82,82
buf+inv,158,352
flops,1285,1285
mux,412,412
simple gates,481,481
==> registers in the layout (all words and copies together), names as in the netlist <==
register / cells
dataout: 5
sram: 1280
==> cells in the final DEF, fill, tap and decap left out, types with 30 or more instances in the layout <==
cell type,instances
mux4_2,332
nand3_1,39
edfxtp_1,1280
nor2_1,251
clkinv_2,30
buf_4,80
mux2i_1,63
nand2_1,109
clkbuf_1,30
clkbuf_16,138
==> layout make-up <==
class                      count  area [um2]
clock buffer                 169        3580
clock inverter                77         672
fill                       15400      110000
inverter                       3        12.5
multi-input combinational    975       11200
sequential                  1285       38500
tap                         2204        2760
timing repair buffer         103         895
==> where the power goes <==
part	switching, mW	internal [mW]	leakage, nW
Clock	2.59	3.47	2.10
Sequential	0.00729	7.51	11.5
Combinational	0.430	0.239	3.81
==> worst max-delay path by stage <==
stage | cells after the start | from | to
CTS | 8 | addr[4] | sram[152][0]$_DFFE_PP_
global route | 8 | addr[4] | sram[152][1]$_DFFE_PP_
finish | 8 | addr[4] | sram[152][0]$_DFFE_PP_
==> per-layer routing <==
metal  share of wire [%]  GRT usage (%)
met5               0.070          0.170
met4                 2.3           3.10
met3                  16           11.9
met2                  48           24.0
met1                  34           18.3
==> metrics by stage <==
stage | worst slack (ns) | cells | power (mW) | hold slack, ns
global placement | 2.75 | 4570 | 8.33 | 0.597
global route | 3.16 | 4816 | 14.7 | 0.645
floorplan | 4.02 | 2418 | 8.04 | 0.455
finish | 3.35 | 4816 | 14.2 | 0.617
detailed placement | 2.63 | 4570 | 8.33 | 0.596
CTS | 3.42 | 4816 | 14.4 | 0.610
==> worst reg2reg max path, cell delays in order, from the launching register on <==
cell	delay [ns]
edfxtp_1	0.35
mux4_1	0.58
mux4_2	0.48
nor2b_1	0.17
nor4_1	0.90
and4_1	0.36
a211oi_1	0.08
Power is estimated from default activity; no workload was simulated.
